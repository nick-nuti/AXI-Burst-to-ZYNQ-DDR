--- config.mk ---
export PLATFORM = sky130hd
export DESIGN_NAME = axi_traffic_gen
export DESIGN_NICKNAME = axi_traffic_gen
export VERILOG_FILES = /design/flow/design.v
export SDC_FILE = /design/flow/constraint.sdc
export NUM_CORES = 4
export LEC_CHECK = 1
export CORE_UTILIZATION = 50
--- constraint.sdc ---
current_design axi_traffic_gen

set clk_period 5.5
set clk_io_pct 0.2

create_clock -name clk0 -period $clk_period [get_ports {aclk}]

set non_clock_inputs [all_inputs -no_clocks]
set_input_delay [expr $clk_period * $clk_io_pct] -clock clk0 $non_clock_inputs
set_output_delay [expr $clk_period * $clk_io_pct] -clock clk0 [all_outputs]
--- design.v ---
`timescale 1ns / 1ps
module axi_traffic_gen #(
    parameter ADDR_W=32,
    parameter DATA_W=64,
    parameter FRAME_W = 1920,
    parameter FRAME_H = 1080,
    parameter ADDR_START = 32'h10000000,
    parameter ADDR_END   = 32'h101FA3FF  
)
(
  output reg [ADDR_W-1:0]              m_axi_awaddr,  
  output reg [3-1:0]                   m_axi_awprot = 3'b000,  
  output reg                           m_axi_awvalid,  
  input  wire                          m_axi_awready,  
  output reg [3-1:0]                   m_axi_awsize = $clog2(DATA_W/8),  
  output reg [2-1:0]                   m_axi_awburst = 2'b01,  
  output reg [4-1:0]                   m_axi_awcache = 4'b0000,  
  output reg [4-1:0]                   m_axi_awlen,  
  output reg [1-1:0]                   m_axi_awlock = 1'b0,  
  output reg [4-1:0]                   m_axi_awqos = 4'b0000,  
  output reg [4-1:0]                   m_axi_awregion = 4'b0000,  
  output reg [DATA_W-1:0]              m_axi_wdata,  
  output reg [DATA_W/8-1:0]            m_axi_wstrb,  
  output reg                           m_axi_wvalid,  
  input  wire                          m_axi_wready,  
  output reg                           m_axi_wlast,  
  input  wire [2-1:0]                  m_axi_bresp,  
  input  wire                          m_axi_bvalid,  
  output reg                           m_axi_bready,  
  input wire                           aclk,
  input wire                           aresetn,
(* X_INTERFACE_INFO = "xilinx.com:signal:interrupt:1.0 vsync INTERRUPT" *)
(* X_INTERFACE_PARAMETER = "SENSITIVITY EDGE_RISING" *)  
  output wire                          vsync
    );
    reg                           user_start;
    wire [3:0]                    user_burst_len_in;
    wire                          user_pixels_1_2;  
    wire [DATA_W-1:0]             user_data_in;
    wire [ADDR_W-1:0]             user_addr_in;
    reg                           user_free;
    reg                           user_stall_data;  
    reg  [1:0]                    user_status;
    localparam IDLE           = 2'b00;
    localparam WRITE          = 2'b01;
    localparam WRITE_RESPONSE = 2'b10;
    reg [1:0] axi_cs, axi_ns;
    reg [7:0]  data_counter;
    always @ (posedge aclk or negedge aresetn)
    begin
        if(~aresetn)
        begin
            axi_cs <= IDLE;
        end
        else
        begin
            axi_cs <= axi_ns;
        end
    end
    always @ (*)
    begin
        case(axi_cs)
        IDLE:
        begin
            if(m_axi_awready & user_start)
            begin
                axi_ns = WRITE;
            end
            else
            begin
                axi_ns = IDLE;
            end
        end
        WRITE:
        begin
            if((data_counter == user_burst_len_in) && m_axi_wready)
            begin
                axi_ns = WRITE_RESPONSE;
            end
            else
            begin
                axi_ns = WRITE;
            end
        end
        WRITE_RESPONSE:
        begin
            if(m_axi_bvalid) axi_ns = IDLE;
            else axi_ns = WRITE_RESPONSE;
        end
        default: axi_ns = IDLE;
        endcase
    end
    always @ (posedge aclk)
    begin
        if(axi_cs == IDLE || axi_cs == WRITE_RESPONSE) data_counter <= 'h0;
        else if(axi_cs == WRITE && m_axi_wready && data_counter < user_burst_len_in)
        begin
            data_counter <= data_counter + 1'b1;
        end
        else data_counter <= data_counter;
    end
    always @ (*)
    begin
        m_axi_awvalid = ((axi_cs==IDLE) && (axi_ns==WRITE)) ? 1 : 0;
        m_axi_awlen   = ((axi_cs==IDLE) && (axi_ns==WRITE)) ? user_burst_len_in : 0;
        m_axi_wvalid  = (axi_cs==WRITE) ? 1 : 0;
        m_axi_awaddr  = ((axi_cs==IDLE) && (axi_ns==WRITE)) ? user_addr_in : 0;
        m_axi_wdata   = (axi_cs==WRITE) ? user_data_in : 0;
        m_axi_wstrb   = (user_pixels_1_2) ? 8'b11111111 : 8'b00001111;
        m_axi_wlast   = ((axi_cs==WRITE)&&(data_counter == user_burst_len_in)) ? 1'b1 : 1'b0;
        m_axi_bready  = ((axi_cs == WRITE_RESPONSE)&& m_axi_bvalid) ? 1'b1 : 'h0;
    end
    always @ (posedge aclk)
    begin
        user_status <= ((axi_cs == WRITE_RESPONSE)&& m_axi_bvalid) ? m_axi_bresp : 'h0;
    end
    always @ (*)
    begin
        user_stall_data = (~m_axi_wready) ? 1'b0 : 1'b1;
        user_free       = (axi_ns == IDLE) ? 1'b1 : 1'b0;
    end
    reg [7:0] R, G, B;
    reg [31:0] pixel_cnt;
    reg [3:0] color_combination;
    reg vsync_dff;
    assign user_pixels_1_2 = 1;
    assign user_burst_len_in = 15;
    assign user_data_in = {2{8'h00,R,G,B}};
    assign user_addr_in = pixel_cnt;
    assign vsync = (pixel_cnt >= (ADDR_END - ((user_burst_len_in+1)<<1))) ? 1'b1 : 1'b0;
    always@(posedge aclk or negedge aresetn)
    begin
        if(~aresetn)
        begin
            user_start <= 1'b0;
            R <= 8'h00;
            G <= 8'h00;
            B <= 8'h00;
            color_combination <= 'h0;
            pixel_cnt <= ADDR_START;
            vsync_dff <= 0;
        end
        else
        begin
            user_start <= 1'b1;
            if(user_free)
            begin
                if(vsync)
                begin
                    pixel_cnt <= ADDR_START;
                    color_combination <= color_combination + 1;
                end
                else
                begin
                    pixel_cnt <= pixel_cnt + ((user_burst_len_in+1)<<1);  
                    color_combination <= color_combination;
                end
            end
            else
            begin
                pixel_cnt <= pixel_cnt;
                color_combination <= color_combination;
            end
            case(color_combination)
                0: 
                begin
                    R <= 8'hFF;
                    G <= 8'h00;
                    B <= 8'h00;
                end
                1: 
                begin
                    R <= 8'h00;
                    G <= 8'hFF;
                    B <= 8'b00;
                end
                2: 
                begin
                    R <= 8'h00;
                    G <= 8'h00;
                    B <= 8'hFF;
                end
                3: 
                begin
                    R <= 8'hFF;
                    G <= 8'hFF;
                    B <= 8'h00;
                end
                4: 
                begin
                    R <= 8'hFF;
                    G <= 8'h00;
                    B <= 8'hFF;
                end
                5: 
                begin
                    R <= 8'h00;
                    G <= 8'hFF;
                    B <= 8'hFF;
                end
                6: 
                begin
                    R <= 8'hFF;
                    G <= 8'hFF;
                    B <= 8'hFF;
                end
                default:
                begin
                    R <= 8'hFF;
                    G <= 8'h00;
                    B <= 8'h00;
                end
            endcase
        end
    end
endmodule
--- run.sh ---
#!/bin/bash
# OpenROAD 26Q1-2900-gdf79404cd8, Yosys 0.63+post, stock flow scripts
make -C /OpenROAD-flow-scripts/flow DESIGN_CONFIG=/design/flow/config.mk WORK_HOME=/design/flow/orfs finish
==> ci_impl_report.md <==
### Yosys + OpenROAD results

| Metric | Value |
|---|---|
| Area delta synth->final | `14.74%` |
| Post-cts sizing count | `0` |
| Yosys cell count | `391` |
| Cell Type Count | `46` |
| Worst setup path category | `primary input to output port` |
| OpenROAD warnings | `32` |
| Crit. End Element | `output port` |
| Post-CTS setup buffers | `0` |
| Final WS setup | `1032 ps` |
| Core Util at FP | `0.5210` |
| Post-Syn Area | `3327 µm²` |
| Met3 usage | `0.02610` |
| Cell count after synthesis | `391` |
| Largest net degree at the start of global routing | `39` |
| Top Usage Layer GRT | `met2` |
| Antenna viol nets, final | `0` |
| Cell area power density | `149.1 nW/µm²` |
| Initial DRC count | `149` |
| Logic gate share of total power | `0.018` |
| Main synth FF type | `dfrtp_1` |
| H-tree depth | `2` |
| # DRC | `0` |
| Buffers on Ports | `88` |
| CTS Buf Count | `5` |
| FFs w/ async S/R, synth | `0.8261` |
| Synth top area share | `0.2708` |
| Hold Crit Class | `flop to flop` |
| Seq pwr share | `0.593` |
| Synth top cell by count | `buf_4` |
| P_sw | `127.4 µW` |
| Row cnt | `29` |
| Via density | `5.091` |
| Met2 Usage GRT | `0.3141` |
| Ys Warns | `1` |
| Setup Skew | `16.32 ps` |
| CP Launch Type | `primary input` |
| Initial antenna violation count | `0` |
| CTS clk-pin slew, worst paths | `90 ps` |
| Total GRT Usage | `0.1906` |
| Detailed Place HPWL | `4505 µm` |
| Internal power | `441.8 µW` |
| Global-route wire length before repair | `10650 µm` |
| CTS tree | `yes` |
| Biggest area cells | `dfrtp_1, buf_4, and2_1` |
| I/O Pins | `141` |
| Fmax | `0.2238 GHz` |
| Syn Area/Cell | `8.509 µm²` |
| Met1 Track Usage GR | `0.2812` |
| Worst-Margin Slew | `646.8 ps` |
| Die Area | `6984 µm²` |
| Leak | `0.001661 µW` |
| CP arrival | `3370 ps` |
| Core area | `6386 µm²` |
| Final Hold Fails | `0` |
| CTS hold repair buffers | `0` |
| Final Max Tran Viols | `0` |
| Clock power share | `0.389` |
| Yosys top cell by area | `dfrtp_1` |
| Max_cap viols | `0` |
| Critical path required time | `4400 ps` |
| Worst R2R Setup Slack | `3330 ps` |
| Clock Path Buffers | `2` |
| Unrepaired setup endpoints after global routing | `false` |
| Final Cycle Share | `0.8124` |
| Dpl ws | `977.2 ps` |
| DRT Pass-1 Iters | `4` |
| Clock Sinks | `46` |
| Drt wl/cell | `13.16 µm` |
| Total grt overflow | `0` |
| Routability cong. | `0.8466` |
| Vias in the first global route | `2216` |
| Sequential cell area fraction in the yosys report | `0.3347` |
| Setup violators final | `0` |
| EDFF count, synth | `0` |
| Run status | `completed` |
| Vias | `2581` |
| Worst-path fanout max | `23` |
| FF+latch count, synth | `46` |
| N_diodes | `0` |
| Setup TNS | `0 ps` |
| WL final | `6673 µm` |
| Rel. slew slack | `0.5664` |
| Die X | `83.57 µm` |
| Final Critical Period | `4468 ps` |
| Switching share of power | `0.2239` |
| Clock root buffer | `clkbuf_8` |
| Post-synth top cells | `buf_4, and2_1, dfrtp_1` |
| Die height | `83.57 µm` |
| Yosys chip area | `3327 µm²` |
| Peak VDD IR | `0.1030 mV` |
| Worst skew pair latency | `300 ps` |
| Filler Cells Inserted | `564` |
| Share of cells above drive strength 1 | `0.05349` |
state kept, by name (all words and copies together) (netlist names):
signal,cells
G,1
axi_cs,3
pixel_cnt,27
color_combination,4
R,1
user_start,1
data_counter,8
B,1
cells by family (layout without fill, tap and decap cells):
logic type	count (synthesis)	count (layout)	synth area share
DFF	46	46	0.3347
muxes	2	2	0.006393
buffers and inverters	135	125	0.2696
other	2	51	0.002257
and+or+nand+nor	135	135	0.2347
xor gates and xnor gates	5	5	0.01317
adders and majority gates	6	6	0.02256
AOI/OAI and AO/OA	60	60	0.1166
path summary, 6_finish.rpt:
check,start,endpoint,cells past startpoint
worst min register to register,data_counter[4]$_SDFFE_PP0P_,data_counter[4]$_SDFFE_PP0P_,1
min in group asynchronous,aresetn,pixel_cnt[23]$_DFFE_PN0N_,2
worst max register to register,pixel_cnt[7]$_DFFE_PN0N_,color_combination[1]$_DFFE_PN0P_,6
worst max-delay path,m_axi_wready,m_axi_awaddr[8],7
max in group asynchronous,aresetn,axi_cs[0]$_DFF_PN1_,2
worst min-delay path,data_counter[4]$_SDFFE_PP0P_,data_counter[4]$_SDFFE_PP0P_,1
power by group through the flow:
stage / Clock (µW) / Combinational (µW) / Sequential [µW]
after global routing: 237 / 13.0 / 338
final: 221 / 10.1 / 338
after CTS: 228 / 11.0 / 338
per-stage QoR:
step	hold slack, ps	util	power [µW]	instance area (µm²)	instances
2_1_floorplan	450.8	-	370.0	3511	440
3_3_place_gp	462.8	0.5829	355.8	3722	499
4_1_cts	483.4	0.5978	577.1	3817	507
6_report	489.9	0.5978	569.2	3817	507
3_5_place_dp	469.9	0.5829	355.5	3722	499
5_1_grt	502.8	0.5978	587.8	3817	507
cells in the final DEF, fill, tap and decap left out, types with 2 or more instances in the layout:
master / synthesis / layout
nor3_1: 8 / 8
dfxtp_1: 8 / 8
nand2b_1: 3 / 3
inv_1: 23 / 23
xor2_1: 3 / 3
and2_1: 40 / 40
clkbuf_8: 0 / 6
o22ai_1: 15 / 15
nor2b_1: 3 / 3
a21oi_1: 6 / 6
nor2_1: 10 / 10
or3_1: 2 / 2
o21ai_1: 4 / 4
a21o_1: 3 / 3
o221ai_1: 2 / 2
a31oi_1: 19 / 19
o21ai_0: 4 / 4
xnor2_1: 2 / 2
nand2_1: 15 / 15
nor3_2: 2 / 2
and3_1: 7 / 7
buf_4: 101 / 6
ha_1: 6 / 6
nand3_1: 19 / 19
nor4_1: 2 / 2
nand4_1: 18 / 18
and4b_1: 2 / 2
dfrtp_1: 36 / 36
dfstp_2: 2 / 2
conb_1: 2 / 51
clkdlybuf4s50_1: 0 / 88
critical path, cell delays in order:
cell	delay, ps
clkdlybuf4s50_1	430
and3_1	180
a21oi_1	180
and3_1	600
buf_4	280
and2_1	140
clkdlybuf4s50_1	460
final cells by class:
| type | count | area (µm²) | area share |
|---|---|---|---|
| sequential | 46 | 1114 | 0.2917 |
| multi-input combinational | 259 | 1500 | 0.3930 |
| clock inverter | 2 | 12.51 | 0.003278 |
| timing repair buffer | 94 | 925.9 | 0.2425 |
| tap | 77 | 96.34 | 0.02524 |
| inverter | 23 | 86.33 | 0.02262 |
| clock buffer | 6 | 82.58 | 0.02163 |
per-layer routing:
layer  vias up  part of all wire
met5         -                 0
met1      1190              0.46
met2       113              0.47
met4         0             0.010
li1       1269                 -
met3         9             0.059
No activity file was given, so power comes from the tool's default toggle rates.
